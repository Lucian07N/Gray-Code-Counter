===== config.mk =====
export PLATFORM = sky130hd
export DESIGN_NAME = cntr_gray
export DESIGN_NICKNAME = cntr_gray
export VERILOG_FILES = /design/flow/design.v
export SDC_FILE = /design/flow/constraint.sdc
export NUM_CORES = 4
export LEC_CHECK = 1
export CORE_AREA = 10 10 70 70
export DIE_AREA = 0 0 80 80

===== constraint.sdc =====
current_design cntr_gray

set clk_period 2.0
set clk_io_pct 0.2

create_clock -name clk0 -period $clk_period [get_ports {clk}]

set non_clock_inputs [all_inputs -no_clocks]
set_input_delay [expr $clk_period * $clk_io_pct] -clock clk0 $non_clock_inputs
set_output_delay [expr $clk_period * $clk_io_pct] -clock clk0 [all_outputs]

===== design.v =====
module cntr_gray #(parameter WIDTH = 4)(		 
input                     	clk,
input                     	rst_n,
input                     	cen,
output reg   [WIDTH-1:0]    binary,			 
output wire  [WIDTH-1:0]    count,           
output wire  [WIDTH-1:0]    decode_out      
);
 always @(posedge clk or negedge rst_n) begin
        if(~rst_n)              begin binary <= 'd0; end                 
        else if(cen == 1)       begin binary <= binary + 'd1; end 		 
  end
	assign count = {binary[WIDTH-1], binary[WIDTH-1:1] ^ binary[WIDTH-2:0]};
    assign decode_out[3]  = count[3];                      
    assign decode_out[2]  = count[3] ^ count[2];   		   
    assign decode_out[1]  = decode_out[2] ^ count[1];      
    assign decode_out[0]  = decode_out[1] ^ count[0];      
endmodule 

===== run.sh =====
#!/bin/bash
# OpenROAD 26Q1-2900-gdf79404cd8, Yosys 0.63+post, stock flow scripts
make -C /OpenROAD-flow-scripts/flow DESIGN_CONFIG=/design/flow/config.mk WORK_HOME=/design/flow/orfs finish

==> out/metrics.cfg <==
[yosys]
ys_seq_share_pct = 42.3
ys_cells = 22
avgSynthCellArea_um2 = 10.7
yosys-stat-area_um2 = 236
netlist_area_um2 = 236
yosysWarnings = 1
ys_ff = 4
postSynthCellCount = 22
synth.distinct_cells = 12

[setup_path]
critical-path-max-stage-delay_ps = 410
crit_end = decode_out[0]
cp.arrival_ps = 1530
cp-start-kind = register
required_ps = 1600
r2r-start = binary[1]
r2r_cells = 4
cp_cell_sequence = ha_2 -> or2_2 -> clkdlybuf4s50_1
reg2reg_to = binary[3]
crit_type = register to primary output
cp-startpoint = binary[0]
reg2reg_slack_ps = 1030
end_kind = primary output
critPathMaxFanout = 4
critical-path-slowest-cell = dfrtp_1

[clock_tree]
cts_tree = built
cts_max_level = 1
cts.sinks = 4
path_clk_slew_ps = 40
clock_latency_ps = 230
cts-root-buf = clkbuf_4
clock_path_buffers = 2
numCtsBuffers = 3

[placed_design]
gp_congestion = 0.656
placed_area_um2 = 423
dp_hpwl_um = 510
io_buffer_count = 14

[final_timing]
hold_viol = 0
setup_tns_ps = 0
finalClockSkew_ps = 1.14
maxSlewViolCount = 0
worst_pin_slew_ps = 203
setup_violations = 0
relSlewSlack_pct = 86.4
finalCriticalPeriod_ps = 1930
min_period_over_period_pct = 96.6
rsz0062_at_grt = no
fmax_ghz = 0.517

[layout]
area.sequential_um2 = 101
largest-register = binary
stdcell_area_um2 = 479
largest_registers = binary (4)
mi_logic_area_um2 = 125
syn2layout_area_growth_pct = 103
final.fill_count = 382
drive_gt1_share_pct = 28.2
largest_reg_flops = 4

[drt]
viasPerCell = 2.51
ant_nets = 0
first_pass_iters = 2
drt_iter0_drc = 5
route.detailed.drc = 0
num_antenna_cells = 0
drt_wl_total_um = 634
wl_per_cell_um = 7.46
vias = 213

[die]
fp_util_pct = 6.92
die-area_um2 = 6400
die_width_um = 80
io-pin-count = 15
core_um2 = 3420
die_h_um = 80
fp-row-count = 21

[pwr]
peakVddDrop_mv = 0.204
power_density_nw_per_um2 = 1750
p_comb_share_pct = 66.8
sequentialPowerShare_pct = 21.3
p_sw_share_pct = 26.7
p_leak_uw = 0.000199
finalPower_uw = 837
p_int_uw = 614
pwr-share-clk_pct = 11.9
p_switching_uw = 223

[grt]
overflow = 0
grt_first_pass_wirelength_um = 979
grt_usage_pct = 1.88
grt_pass1_vias = 210
antenna_found_initial = 0
grt_max_degree = 6

[worst_hold_path]
hold_path.class = input pin to async pin

[job]
warning_count = 26
drv_cap = 0

[outcome]
status = finished, final reports clean

-- what timing repair did --
| action | CTS | global route |
|---|---|---|
| setup endpoints to repair | 2 | 3 |
| gates resized | 2 | 2 |
| hold buffers | 0 | 0 |
| setup buffers | 1 | 1 |
| pin swaps | 1 | 1 |
-- per-layer routing --
| metal | track usage (%) | part of all wire [%] | up-vias |
|---|---|---|---|
| met3 | 1.25 | 22 | 4 |
| met2 | 2.49 | 35 | 16 |
| met4 | 1.58 | 6.8 | 0 |
| met1 | 2.00 | 36 | 93 |
| li1 | - | - | 100 |
| met5 | 0 | 0 | - |
-- cell usage after synthesis --
cell type / n / share of area (%)
inv_1: 2 / 3.2
xor2_1: 3 / 11
nand3_2: 1 / 4.2
buf_4: 2 / 6.3
nand2_1: 1 / 1.6
or2_2: 1 / 2.6
clkbuf_1: 1 / 1.6
nor2_1: 1 / 1.6
xnor2_1: 2 / 7.4
a21oi_1: 1 / 2.1
dfrtp_1: 4 / 42
ha_1: 3 / 16
-- power by group through the flow --
| stage | sequential (µW) | combinational [µW] | clock [µW] |
|---|---|---|---|
| final | 178 | 560 | 99.3 |
| after global routing | 184 | 643 | 110 |
| after CTS | 183 | 571 | 105 |
-- layout make-up --
cell class | count | share of cell area [%]
timing repair buffer | 17 | 34.5
multi-input combinational | 13 | 26.1
sequential | 4 | 21.1
tap | 46 | 12.0
clock buffer | 3 | 4.70
inverter | 2 | 1.57
-- cell families after synthesis --
family                     share of synthesized area (%)
buffers and inverters                               11.1
AOI/OAI and AO/OA                                   2.11
adders and majority gates                           15.9
DFF                                                 42.3
and+or+nand+nor                                     10.1
xor gates and xnor gates                            18.5
-- per-stage QoR --
stage | worst slack (ps) | std cells | hold slack [ps] | utilization, %
3_3_place_gp | 243 | 80 | 544 | 12.4
3_5_place_dp | 229 | 80 | 553 | 12.4
6_report | 67.2 | 85 | 375 | 14.0
4_1_cts | 4.70 | 84 | 375 | 13.7
2_1_floorplan | 725 | 22 | 104 | -
5_1_grt | 25.3 | 85 | 383 | 14.0
-- layout by cell type (no fill, tap or decap) --
cell / synthesis / layout
a21oi_1: 1 / 1
buf_4: 2 / 3
clkbuf_4: 0 / 3
clkdlybuf4s50_1: 0 / 13
dfrtp_1: 4 / 3
dfrtp_2: 0 / 1
dlymetal6s2s_1: 0 / 1
ha_1: 3 / 1
ha_2: 0 / 1
ha_4: 0 / 1
inv_1: 2 / 2
nand2_1: 1 / 1
nand3_2: 1 / 1
nor2_1: 1 / 1
or2_2: 1 / 1
xnor2_1: 2 / 2
xor2_1: 3 / 3
-- worst min-delay path by stage --
stage,start,endpoint,cells after the start
after CTS,rst_n,binary[3],1
after global routing,rst_n,binary[0],1
final,rst_n,binary[3],1
-- worst max-delay path, delay by kind of cell (launching register included) --
family,cells,cell delay [ps]
fa+ha+maj,1,200
simple gates,1,280
flops,1,410
buf+inv,1,400
Power figures rest on the tool's default switching activity, not on a simulated workload.
